==> design.v <==
module alu (
    input logic [31:0] a,
    input logic [31:0] b,
    input logic [2:0] alu_control,
    output logic [31:0] result,
    output logic v,
    output logic c,
    output logic n,
    output logic z
    );
  logic [31:0] b_op;
  assign b_op = alu_control[0] ? ~b : b;
  logic c_out;  
  logic [31:0] sum;
  assign {c_out, sum} = a + b_op + alu_control[0];
  logic is_sum;
  assign is_sum = ~alu_control[1];
  assign v = (is_sum) & (sum[31] ^ a[31]) & ~(alu_control[0] ^ a[31] ^ b[31]);
  assign c = c_out & is_sum;
  assign n = result[31];
  assign z = ~|result;
  always @*
  begin
    case (alu_control)
      3'b001:
        result = sum;
      3'b010:
        result = a & b;
      3'b011:
        result = a | b;
      3'b101:
        result = v ^ sum[31];
      default:
        result=sum;
    endcase
  end
endmodule
==> run.sh <==
#!/bin/bash
# OpenROAD 26Q1-2900-gdf79404cd8, Yosys 0.63+post, stock flow scripts
make -C /OpenROAD-flow-scripts/flow DESIGN_CONFIG=/design/flow/config.mk WORK_HOME=/design/flow/orfs finish
==> config.mk <==
export PLATFORM = sky130hd
export DESIGN_NAME = alu
export DESIGN_NICKNAME = alu
export VERILOG_FILES = /design/flow/design.v
export SDC_FILE = /design/flow/constraint.sdc
export NUM_CORES = 4
export LEC_CHECK = 1
export CORE_UTILIZATION = 30
export SYNTH_HDL_FRONTEND = slang
==> constraint.sdc <==
current_design alu

set clk_period 20.8
set clk_io_pct 0.2

create_clock -name clk0 -period $clk_period

set non_clock_inputs [all_inputs -no_clocks]
set_input_delay [expr $clk_period * $clk_io_pct] -clock clk0 $non_clock_inputs
set_output_delay [expr $clk_period * $clk_io_pct] -clock clk0 [all_outputs]
==> run notes <==
The run has ended; figures from its reports follow.

The vias per cell is 5.63. The count of inserted antenna diode cells is 0. The count of maximum capacitance violations came out at 0. The area recorded from the Yosys report for this design is 0.00353 sq mm. In the placement report, post-DP HPWL is listed as 9.87 mm. The cell count after synthesis came out at 516.

Across all layers, the routed design uses 4119 vias. The post-detailed-route count of antenna-violating nets is 0. Summed over all layers, the global routing overflow is 0.

The chip area came out at 0.0122 sq mm. The data arrival time reported for the critical path is 9.14 ns. Power spread over the standard cell area amounts to 42.3 mW/mm^2. After detailed routing, the average wire length per cell comes to 16.6 um. The total negative slack is 0 ns.

The first global-routing pass estimated 20.3 mm of wire. The largest stage delay on the critical path came out at 0.58 ns. The routed wire length came out at 12.2 mm. The worst-path maximum fanout came out at 48. For this run, the register share of the synthesized area comes to 0. STA classifies the critical path endpoint as an output pin. The detailed-routing wirelength on met1 came out at 5.66 mm. Per the OpenROAD power report, leakage power amounts to 1.85 nW. The share of the core area taken by cells at floorplan is 0.309. The power share of the clock group is 0. The total length of routed met3 wires came out at 591 um. The synthesized area per cell came out at 6.84 sq um. The share of total power dissipated in combinational logic is 1.000. The fmax came out at 75.2 MHz. After floorplanning, the core was divided into 39 placement rows. The number of buffers added on ports is 103. The number of max-slew violations in the final report came out at 0. The setup path with the least slack is of type in -> out. The number of logged tool warnings is 32.

The weighted congestion reported at the end of routability-driven placement came out at 0.923. The final-report setup violation count came out at 0. The required time of the worst setup path came out at 16.64 ns.

The relative contribution of sequential cells to total power came out at 0. The floorplan die width came out at 110 um. Yosys printed 0 warnings. The initial antenna violation count came out at 0. The placeable core area is 0.0114 sq mm.

The transition time of the tightest slew-check pin is 0.788 ns. The power report lists cell-internal power as 0.0933 mW. Ranking logic cells in the layout by count gives the top entries sky130_fd_sc_hd__clkdlybuf4s50_1, sky130_fd_sc_hd__nand2_1, sky130_fd_sc_hd__nor2_1. STA classifies the critical path startpoint as a primary input. The number of buffers added to fix hold violations after cts came out at 0. From synthesis to final layout, the design area changed by 28.3%. The share of the clock period used by the worst path is 0.639. The placed instances occupy a cell area of 0.00453 sq mm. For reference, the critical path cell chain is buf_2, buf_4, xor2_1, inv_1, fa_1, nand2b_1, a21oi_1, and2_1, or2_1, a41oi_1, o31ai_1, o22ai_1, xnor2_1, a22o_1, nor4_2, clkdlybuf4s50_1. The synthesized netlist occupies a cell area of 0.00353 sq mm. The run finished with clean final reports. The y dimension of the die came out at 110 um. Among logic cells in the layout, the one with the most instances is sky130_fd_sc_hd__clkdlybuf4s50_1. The slew check shows that the tightest pin keeps a relative margin of 0.473. The clock buffers instantiated in the layout total 0. The worst supply voltage drop on vdd came out at 0.0152 mV. The fraction of power spent switching nets is 0.512. Setup repair after global routing left no endpoint under its margin. The path with the worst hold slack has its endpoint at result[4]. Registers take 0 sq um. The total cells reported by yosys after synthesis came out at 516. The highest signal layer in the routed design is met4. The global-route total usage across every layer came out at 0.200. The fraction of layout cells with a size suffix above 1 is 0.0374. The synthesized netlist contains 75 unique library cells.

The sequential cell count of the final layout is 0. The number of DRC markers after the initial detailed-route iteration is 245. The cell resize tally after clock tree synthesis came out at 0. The number of failing hold endpoints at the final stage is 0. The routed length on met2 came out at 5.80 mm. Among all stages on the critical path, the largest delay is contributed by sky130_fd_sc_hd__buf_4.

The number of detailed-routing iterations run before antenna repair came out at 5. In the final layout, the fill cell count is 1221. The count of unresolved DRC violations after routing is 0.

Once the clock tree was built, the setup fixing pass inserted 0 buffers. The net load switching power came out at 0.0981 mW. The share of the core filled with cells in the final layout came out at 0.396. The shortest clock period the worst path allows after layout is 13.30 ns.

The launch point of the worst min-delay path is recorded as alu_control[0]. The via count of the first global-routing pass came to 3994. Entering global routing, the biggest net connects 49 pins. The final standard cell area without fillers is 0.00453 sq mm. The total I/O pin count came out at 103.

STA reports the tightest min-delay check as being of type in -> out. The report gives the cell count of the worst hold path as 4.
final cells by class:
cell class         instances  area, sq um  share of cell area
repair buffers           107         1060               0.233
well taps                143          179              0.0395
multi-input cells        458         3200               0.708
inverters                 23         86.3              0.0191
worst max path at each step:
stage | cells past startpoint | slack [ns] | end | start
5_1_grt | 16 | 7.06 | z | alu_control[0]
6_report | 16 | 7.50 | z | alu_control[0]
4_1_cts | 16 | 7.53 | z | alu_control[0]
cells in the mapped netlist (5+ instances only):
cell / number / share of area
sky130_fd_sc_hd__o211ai_1: 6 / 0.013
sky130_fd_sc_hd__or3_1: 5 / 0.0089
sky130_fd_sc_hd__nand3_1: 10 / 0.014
sky130_fd_sc_hd__nor2_1: 39 / 0.041
sky130_fd_sc_hd__mux2i_1: 6 / 0.017
sky130_fd_sc_hd__nor4_1: 6 / 0.011
sky130_fd_sc_hd__buf_6: 7 / 0.022
sky130_fd_sc_hd__xnor2_1: 11 / 0.027
sky130_fd_sc_hd__o21bai_1: 5 / 0.011
sky130_fd_sc_hd__clkbuf_1: 18 / 0.019
sky130_fd_sc_hd__o21ai_0: 35 / 0.050
sky130_fd_sc_hd__nand2_1: 55 / 0.059
sky130_fd_sc_hd__xor2_1: 36 / 0.089
sky130_fd_sc_hd__nor2b_1: 5 / 0.0089
sky130_fd_sc_hd__a31oi_1: 9 / 0.016
sky130_fd_sc_hd__a211oi_1: 6 / 0.013
sky130_fd_sc_hd__ha_1: 31 / 0.11
sky130_fd_sc_hd__and3_1: 9 / 0.016
sky130_fd_sc_hd__maj3_1: 24 / 0.068
sky130_fd_sc_hd__o31ai_1: 5 / 0.011
sky130_fd_sc_hd__nand4_1: 13 / 0.023
sky130_fd_sc_hd__nor3_1: 10 / 0.014
sky130_fd_sc_hd__a21o_1: 17 / 0.036
sky130_fd_sc_hd__a21oi_1: 35 / 0.050
sky130_fd_sc_hd__inv_1: 23 / 0.024
cells by family (layout without fill, tap and decap cells):
kind of cell	count (synthesis)	count (layout)	synth area share
AND-OR/OR-AND	179	179	0.354
AND/OR/NAND/NOR	168	168	0.230
buffers and inverters	58	130	0.0918
adder cells (fa/ha/maj)	56	56	0.184
XOR/XNOR	47	47	0.117
multiplexers	8	8	0.0241
critical path: cells and delay by family:
family | cells | cell delay, ns
AND-OR/OR-AND | 5 | 1.51
XOR/XNOR | 2 | 0.39
buffers and inverters | 4 | 1.56
AND/OR/NAND/NOR | 4 | 1.03
adder cells (fa/ha/maj) | 1 | 0.42
metal layers:
layer / GRT usage / vias up
met5: 0 / -
met4: 0.0231 / 0
met3: 0.0145 / 12
met2: 0.348 / 129
met1: 0.279 / 1904
li1: - / 2074
per-stage QoR:
stage | setup WS, ns | std cells | total power, mW | hold WS (ns)
finish | 7.50 | 731 | 0.191 | 9.28
global route | 7.06 | 731 | 0.211 | 9.37
CTS | 7.53 | 731 | 0.191 | 9.31
detailed placement | 7.55 | 731 | 0.190 | 9.31
global placement | 7.61 | 731 | 0.191 | 9.31
floorplan | 8.33 | 516 | 0.117 | 8.40
power groups by stage:
stage	Combinational, mW	Clock (mW)	Sequential [mW]
global route	0.211	0	0
finish	0.191	0	0
CTS	0.191	0	0
Power figures rest on the tool's default switching activity, not on a simulated workload.
