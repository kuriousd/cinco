==> ./design.v <==
module dmemory #(parameter BYTES = 1024)
  (
    input logic clk,
    input logic we,
    input logic [31:0] a,
    input logic [31:0] wd,
    output logic [31:0] rd
  );
  parameter DEPTH = BYTES / 32;
  logic [31:0] ram [DEPTH-1:0];
  assign rd = ram[a[31:2]];
  always_ff @(posedge clk) begin
    if (we) begin
        ram[a[31:2]] <= wd;
    end
  end
endmodule
==> ./run.sh <==
#!/bin/bash
# OpenROAD 26Q1-2900-gdf79404cd8, Yosys 0.63+post, stock flow scripts
make -C /OpenROAD-flow-scripts/flow DESIGN_CONFIG=/design/flow/config.mk WORK_HOME=/design/flow/orfs finish
==> ./config.mk <==
export PLATFORM = sky130hd
export DESIGN_NAME = dmemory
export DESIGN_NICKNAME = dmemory
export VERILOG_FILES = /design/flow/design.v
export SDC_FILE = /design/flow/constraint.sdc
export NUM_CORES = 4
export LEC_CHECK = 1
export CORE_UTILIZATION = 40
export SYNTH_HDL_FRONTEND = slang
==> ./constraint.sdc <==
current_design dmemory

set clk_period 7.4
set clk_io_pct 0.2

create_clock -name clk0 -period $clk_period [get_ports {clk}]

set non_clock_inputs [all_inputs -no_clocks]
set_input_delay [expr $clk_period * $clk_io_pct] -clock clk0 $non_clock_inputs
set_output_delay [expr $clk_period * $clk_io_pct] -clock clk0 [all_outputs]
==> qor.yml <==
run_status:
  run_status: "finished, final reports clean"
drt:
  dr.first_iter.drc_count: 1055
  routed_wl_um: 92400
  drc_errors: 0
  postRouteAntennaNets: 0
  route.vias.total: 19700
  wire_per_inst_um: 25.8
  vias_per_cell: 5.51
  drt_pass1_iterations: 6
setup_path:
  cp_top_family: "buffers and inverters"
  cp_slowest_cell: "clkdlybuf4s50_1"
  crit_start: "a[4]"
  cp_data_required_time_ns: 5.92
  crit_path_max_incr_delay_ns: 0.96
  cp_max_fo: 18
  crit_buf_inv: 4
  cp.arrival_ns: 5.04
  endpoint_kind: "primary output"
  worstSetupStartpointType: "input pin"
  critPathKind: "in -> out"
  crit_chain: "clkdlybuf4s50_1, buf_4, nand4bb_2, buf_4, o22ai_1, nor4_1, nand2_1, clkdlybuf4s50_1"
timing:
  hold_viol_final: 0
  clock.fmax_mhz: 153
  rsz0062_at_grt: "no"
  slew_violations: 0
  relSlewSlack_pct: 32.8
  fin_ws_ns: 0.878
  setup_viol: 0
  min_period_over_period_pct: 88.1
  min_period_ns: 6.52
  worstMarginPinSlew_ns: 1.00
  timing.hold.ws_ns: 1.64
  tns_ns: 0
global_routing:
  grt_overflow: 0
  grt_pass1_wl_um: 134000
  antenna_found_initial: 5
  grt_pass1_vias: 20800
  grt_max_degree: 103
  track_usage_pct: 20.6
pwr:
  vdd_ir_drop_max_uv: 196
  p_leak_uw: 0.0153
  p_per_area_nw_per_um2: 265
placed_design:
  globalplace.congestion: 0.828
  numPortBuffers: 70
  dp_hpwl_um: 50600
  dp.cells: 3396
  place_ws_ns: 0.906
clock_network:
  htreeDepth: 3
  cts_tree: "built"
  cts-root-buf: "clkbuf_16"
  ctsResizeCount: 0
  cts_setup_buffers: 0
  path_clk_slew_ns: 0.06
  cts_sinks: 1024
  cts_max_path_buffers: 3
  cts_buffers: 100
  cts_hold_buf: 0
floorplan:
  die_y_um: 315
  num_rows: 114
  die_area_um2: 99000
  chipWidth_um: 315
  ios: 98
  coreArea_um2: 96700
  fp_util_pct: 40.4
finish:
  finalNonFillerCells: 3581
  area_delta_synth_final_pct: 15.1
  finish.utilization_pct: 46.5
  layout-drive-gt1-share_pct: 12.4
  largest_reg_flops: 1024
worst_hold_path:
  min_to: "ram[14][21]$_DFFE_PP_"
  min_from: "wd[21]"
  worstHoldPathCells: 2
  hold_class: "in -> reg"
yosys:
  ys_area_um2: 39100
  syn_avg_cell_area_um2: 18.8
  numSynthFlops: 1024
  synthCells: 2075
  yosysUniqueCellTypes: 22
  ys_seq_share_pct: 78.6
  yosys_warnings: 0
  yosysCellCount: 2075
  syn-cell-area_um2: 39100
job:
  maxCapViolCount: 0
  warning_count: 55
## synthesized netlist by cell type (all sizes together)
master      n  area share (%)
nand4b      4           0.090
o22ai     256             4.1
nand4       1           0.016
buf       103             1.6
nand3b      4           0.077
or3         1           0.016
nand3       2           0.026
nor3        4           0.051
or3b        3           0.067
or4         1           0.029
nor4       64             1.0
nand4bb     6            0.17
nand2      34            0.33
nor2       29            0.28
clkbuf     23            0.22
or4b        4            0.13
mux2i     512              13
edfxtp   1024              79
## metrics by stage
step                      instance area, um2  power, uW
after floorplan                        39100       6870
after global placement                 41800       7140
after detailed placement               41800       7160
after CTS                              45000      12000
after global routing                   45000      12300
final                                  45000      11900
## worst max path at each step
stage	to	slack, ns	depth (start not counted)
finish	rd[5]	0.88	8
global route	rd[5]	0.70	8
CTS	rd[5]	0.91	8
## layout by cell type (no fill, tap or decap), types with 2 or more instances in the layout
cell and count:
inv_6 4, buf_12 7, clkdlybuf4s50_1 69, diode_2 2, or3b_2 3, clkinv_2 13
buf_4 94, mux2i_1 512, nand2_1 34, nand4bb_2 5, clkinv_1 25, nand3b_1 4
bufinv_16 9, nand4b_1 4, clkinv_4 2, clkbuf_1 21, nor2_4 28, clkinvlp_4 6
o22ai_1 256, edfxtp_1 1024, nor3_2 4, nand3_1 2, nor4_1 64, or4b_4 3
clkbuf_16 102
## logic make-up after synthesis
family	Yosys count	share of synthesized area, %
DFF	1024	78.6
muxes	512	13.1
AOI/OAI and AO/OA	256	4.10
and+or+nand+nor	157	2.30
buffers and inverters	126	1.85
## routing by layer
layer / up-vias / track usage, % / wire length, um
li1: 8792 / - / -
met1: 9645 / 24.3 / 30800
met2: 1141 / 30.8 / 43900
met3: 131 / 15.3 / 15200
met4: 12 / 4.08 / 2020
met5: - / 3.63 / 404
## power by group
group          total (uW)  switching (uW)  internal (uW)
logic                 561             343            218
registers            6470            14.0           6450
clock network        4890            2060           2840
## area by class of cell
class                   instances  area (um2)
diodes                          2        5.00
clock buffers                 123        2630
clock inverters                60         557
fillers                      7856       51700
multi-input cells             925        7900
flip-flops and latches       1024       30700
well taps                    1276        1600
repair buffers                171        1550
Power and IR drop assume default switching activity.
